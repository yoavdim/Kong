==> design.v <==
package kong_pkg;
	typedef enum logic[3:0] {
					KONG_STAND,
					KONG_WALK_LEFT,
					KONG_WALK_RIGHT,
					KONG_JUMP_LEFT,   
					KONG_JUMP_RIGHT,
					KONG_CLIMB_LEFT,
					KONG_CLIMB_RIGHT} kong_icon;
	typedef enum logic[3:0] {
					KONG_IS_STANDING,
					KONG_IS_CLIMBING,
					KONG_IS_JUMPING,
					KONG_IS_JUMPING_IN_PLATFORM,
					KONG_IS_JUMPING_FROM_ROPE} kong_state;
	typedef enum {	KONG_LOOK_RIGHT, KONG_LOOK_LEFT } kong_direction;
	typedef logic signed [10:0] location;
	parameter E_LEFT   = 2'd3;
	parameter E_TOP    = 2'd2;
	parameter E_RIGHT  = 2'd1;
	parameter E_BOTTOM = 2'd0;
	parameter location SCREEN_WIDTH = 11'd640;
	parameter location SCREEN_HIGHT = 11'd480;
	parameter location KONG_WIDTH = 11'd64;  
	parameter location KONG_HIGHT = 11'd48;
	parameter location ROPE_WIDTH = 11'd8 ;
	parameter DURATION = 512;
endpackage
module	PlatformsMatrixBitMap	(
					input	logic	clk,
					input	logic	resetN,
					input logic	[10:0] offsetX, 
					input logic	[10:0] offsetY,
					input	logic	InsideRectangle,  
					input logic level,
					input logic frame,
					output	logic	drawingRequest,  
					output	logic	[7:0] RGBout   
 ) ;
localparam logic [7:0] TRANSPARENT_ENCODING = 8'hFF ; 
logic [0:1][0:1][0:14] [0:19]  MazeBiMapMask={
{{
20'b	00000000000000000000,  
20'b	00000000000000000000,
20'b	00000000000000000000,
20'b	00000000000000000000,
20'b	00000000000000000000,
20'b	00000000000000000000,
20'b	00000000000000000000,
20'b	00000000000000000000,
20'b	00000001111111111000,
20'b	00000000000000000000,
20'b	00000000000000000000,
20'b	00000000000000000000,
20'b	00000000000000000000,
20'b	00000000000000000000,
20'b	11111111111110011111
},
{
20'b	00000000000000000000,  
20'b	00000000000000000000,
20'b	00000000000000000000,
20'b	00000000000000000000,
20'b	00000000000000000000,
20'b	00000000000000000000,
20'b	00000000000000000000,
20'b	00000000000000000000,
20'b	00011111111110000000,
20'b	00000000000000000000,
20'b	00000000000000000000,
20'b	00000000000000000000,
20'b	00000000000000000000,
20'b	00000000000000000000,
20'b	11111111111110011111
}
},{
{
20'b	00000000000000000000,  
20'b	00000000000000000000,
20'b	00000000000000000000,
20'b	00000000000000000000,
20'b	00000000000000000000,
20'b	00000000000000000000,
20'b	00000000000000000000,
20'b	00000000111111111111,
20'b	00000000000000000000,
20'b	00000000000000000000,
20'b	00000000000000000000,
20'b	00000000000000000000,
20'b	00000000000000000000,
20'b	00000000000000000000,
20'b	11111111111110011111
},
{
20'b	00000000000000000000,  
20'b	00000000000000000000,
20'b	00000000000000000000,
20'b	00000000111111111111,
20'b	00000000000000000000,
20'b	00000000000000000000,
20'b	00000000000000000000,
20'b	00000000000000000000,
20'b	00000000000000000000,
20'b	00000000000000000000,
20'b	00000000000000000000,
20'b	00000000000000000000,
20'b	00000000000000000000,
20'b	00000000000000000000,
20'b	11111111111110011111
}
}};
 logic [0:31] [0:31] [7:0]  object_colors  = {
	{8'h98,8'h98,8'h98,8'h98,8'h98,8'h98,8'h98,8'h98,8'h98,8'h98,8'h98,8'h98,8'h98,8'h98,8'h98,8'h98,8'h98,8'h98,8'h98,8'h98,8'h98,8'h98,8'h98,8'h98,8'h98,8'h98,8'h98,8'h98,8'h98,8'h98,8'h98,8'h98},
	{8'h98,8'h98,8'h98,8'h98,8'h98,8'h98,8'h98,8'h98,8'h98,8'h98,8'h98,8'h98,8'h98,8'h98,8'h98,8'h98,8'h98,8'h98,8'h98,8'h98,8'h98,8'h98,8'h98,8'h98,8'h98,8'h98,8'h98,8'h98,8'h98,8'h98,8'h98,8'h98},
	{8'h98,8'h98,8'h98,8'h98,8'h98,8'h98,8'h98,8'h98,8'h98,8'h98,8'h98,8'h98,8'h98,8'h98,8'h98,8'h98,8'h98,8'h98,8'h98,8'h98,8'h98,8'h98,8'h98,8'h98,8'h98,8'h98,8'h98,8'h98,8'h98,8'h98,8'h98,8'h98},
	{8'h98,8'h98,8'h98,8'h98,8'h98,8'h98,8'h98,8'h98,8'h98,8'h98,8'h98,8'h98,8'h98,8'h98,8'h98,8'h98,8'h98,8'h98,8'h98,8'h98,8'h98,8'h98,8'h98,8'h98,8'h98,8'h98,8'h98,8'h98,8'h98,8'h98,8'h98,8'h98},
	{8'h98,8'h98,8'h98,8'h98,8'h98,8'h98,8'h98,8'h98,8'h98,8'h98,8'h98,8'h98,8'h98,8'h98,8'h98,8'h98,8'h98,8'h98,8'h98,8'h98,8'h98,8'h98,8'h98,8'h98,8'h98,8'h98,8'h98,8'h98,8'h98,8'h98,8'h98,8'h98},
	{8'h98,8'h98,8'h98,8'h98,8'h98,8'h98,8'h98,8'h98,8'h98,8'h98,8'h98,8'h98,8'h98,8'h98,8'h98,8'h98,8'h98,8'h98,8'h98,8'h98,8'h98,8'h98,8'h98,8'h98,8'h98,8'h98,8'h98,8'h98,8'h98,8'h98,8'h98,8'h98},
	{8'h98,8'h98,8'h98,8'h98,8'h98,8'h98,8'h98,8'h98,8'h98,8'h98,8'h98,8'h98,8'h98,8'h98,8'h98,8'h98,8'h98,8'h98,8'h98,8'h98,8'h98,8'h98,8'h98,8'h98,8'h98,8'h98,8'h98,8'h98,8'h98,8'h98,8'h98,8'h98},
	{8'h98,8'h98,8'h98,8'h98,8'h98,8'h98,8'h98,8'h90,8'h90,8'h98,8'h98,8'h98,8'h98,8'h98,8'h98,8'h98,8'h98,8'h98,8'h98,8'h98,8'h98,8'h98,8'h98,8'h90,8'h90,8'h90,8'h98,8'h98,8'h98,8'h98,8'h98,8'h98},
	{8'h98,8'h98,8'h98,8'h98,8'h98,8'h98,8'h90,8'hd1,8'hd1,8'h91,8'h90,8'h98,8'h98,8'h98,8'h98,8'h98,8'h98,8'h98,8'h98,8'h98,8'h98,8'h98,8'h98,8'h91,8'hd1,8'h91,8'h90,8'h98,8'h98,8'h98,8'h98,8'h98},
	{8'h98,8'h98,8'h98,8'h98,8'h98,8'h90,8'h91,8'hd1,8'hd1,8'hd1,8'h91,8'h90,8'h98,8'h98,8'h98,8'h98,8'h98,8'h98,8'h98,8'h98,8'h98,8'h90,8'h90,8'hd1,8'hd1,8'hd1,8'h91,8'h90,8'h98,8'h98,8'h98,8'h98},
	{8'h98,8'h98,8'h98,8'h98,8'h90,8'h91,8'hd1,8'hd1,8'hd1,8'hd1,8'hd1,8'h91,8'h90,8'h98,8'h98,8'h98,8'h98,8'h98,8'h98,8'h98,8'h90,8'h91,8'h91,8'hd1,8'hd1,8'hd1,8'hd1,8'h91,8'h91,8'h90,8'h98,8'h98},
	{8'h98,8'h98,8'h90,8'h90,8'h91,8'hd1,8'hd1,8'hd1,8'hd1,8'hd1,8'hd1,8'hd1,8'h91,8'h90,8'h90,8'h98,8'h98,8'h98,8'h98,8'h90,8'h91,8'hd1,8'hd1,8'hd1,8'hd1,8'hd1,8'hd1,8'hd1,8'hd1,8'h91,8'h90,8'h98},
	{8'h98,8'h90,8'h91,8'hd1,8'hd1,8'hd1,8'hd1,8'hd1,8'hd1,8'hd1,8'hd1,8'hd1,8'hd1,8'hd1,8'h91,8'h90,8'h98,8'h90,8'h90,8'h91,8'hd1,8'hd1,8'hd1,8'hd1,8'hd1,8'hd1,8'hd1,8'hd1,8'hd1,8'hd1,8'h91,8'h90},
	{8'h91,8'h91,8'hd1,8'hd1,8'hd1,8'hd1,8'hd1,8'hd1,8'hd1,8'hd1,8'hd1,8'hd1,8'hd1,8'hd1,8'hd1,8'h91,8'h91,8'h91,8'hd1,8'hd1,8'hd1,8'hd1,8'hd1,8'hd1,8'hd1,8'hd1,8'hd1,8'hd1,8'hd1,8'hd1,8'hd1,8'hd1},
	{8'hd1,8'hd1,8'hd1,8'hd1,8'hd1,8'hd1,8'hd1,8'hd1,8'hd1,8'hd1,8'hd1,8'hd1,8'hd1,8'hd1,8'hd1,8'hd1,8'hd1,8'hd1,8'hd1,8'hd1,8'hd1,8'hd1,8'hd1,8'hd1,8'hd1,8'hd1,8'hd1,8'hd1,8'hd1,8'hd1,8'hd1,8'hd1},
	{8'hd1,8'hd1,8'hd1,8'hd1,8'hd1,8'hd1,8'hd1,8'hd1,8'hd1,8'hd1,8'hd1,8'hd1,8'hd1,8'hd1,8'hd1,8'hd1,8'hd1,8'hd1,8'hd1,8'hd1,8'hd1,8'hd1,8'hd1,8'hd1,8'hd1,8'hd1,8'hd1,8'hd1,8'hd1,8'hd1,8'hd1,8'hd1},
	{8'hd1,8'hd1,8'hd1,8'hd1,8'hd1,8'hd1,8'hd1,8'hd1,8'hd1,8'hd1,8'hd1,8'hd1,8'hd1,8'hd1,8'hd1,8'hd1,8'hd1,8'hd1,8'hd1,8'hd1,8'hd1,8'hd1,8'hd1,8'hd1,8'hd1,8'hd1,8'hd1,8'hd1,8'hd1,8'hd1,8'hd1,8'hd1},
	{8'hd1,8'hd1,8'hd1,8'hd1,8'hd1,8'hd1,8'hd1,8'hd1,8'hd1,8'hd1,8'hd1,8'hd1,8'hd1,8'hd1,8'hd1,8'hd1,8'hd1,8'hd1,8'hd1,8'hd1,8'hd1,8'hd1,8'hd1,8'hd1,8'hd1,8'hd1,8'hd1,8'hd1,8'hd1,8'hd1,8'hd1,8'hd1},
	{8'hd1,8'hd1,8'hd1,8'hd1,8'hd1,8'hd1,8'hd1,8'hd1,8'hd1,8'hd1,8'hd1,8'hd1,8'hd1,8'hd1,8'hd1,8'hd1,8'hd1,8'hd1,8'hd1,8'hd1,8'hd1,8'hd1,8'hd1,8'hd1,8'hd1,8'hd1,8'hd1,8'hd1,8'hd1,8'hd1,8'hd1,8'hd1},
	{8'hd1,8'hd1,8'hd1,8'hd1,8'hd1,8'hd1,8'hd1,8'hd1,8'hd1,8'hd1,8'hd1,8'hd1,8'hd1,8'hd1,8'hd1,8'hd1,8'hd1,8'hd1,8'hd1,8'hd1,8'hd1,8'hd1,8'hd1,8'hd1,8'hd1,8'hd1,8'hd1,8'hd1,8'hd1,8'hd1,8'hd1,8'hd1},
	{8'hd1,8'hd1,8'hd1,8'hd1,8'hd1,8'hd1,8'hd1,8'hd1,8'hd1,8'hd1,8'hd1,8'hd1,8'hd1,8'hd1,8'hd1,8'hd1,8'hd1,8'hd1,8'hd1,8'hd1,8'hd1,8'hd1,8'hd1,8'hd1,8'hd1,8'hd1,8'hd1,8'hd1,8'hd1,8'hd1,8'hd1,8'hd1},
	{8'hd1,8'hd1,8'hd1,8'hd1,8'hd1,8'hd1,8'hd1,8'hd1,8'hd1,8'hd1,8'hd1,8'hd1,8'hd1,8'hd1,8'hd1,8'hd1,8'hd1,8'hd1,8'hd1,8'hd1,8'hd1,8'hd1,8'hd1,8'hd1,8'hd1,8'hd1,8'hd1,8'hd1,8'hd1,8'hd1,8'hd1,8'hd1},
	{8'hd1,8'hd1,8'hd1,8'hd1,8'hd1,8'hd1,8'hd1,8'hd1,8'hd1,8'hd1,8'hd1,8'hd1,8'hd1,8'hd1,8'hd1,8'hd1,8'hd1,8'hd1,8'hd1,8'hd1,8'hd1,8'hd1,8'hd1,8'hd1,8'hd1,8'hd1,8'hd1,8'hd1,8'hd1,8'hd1,8'hd1,8'hd1},
	{8'hd1,8'hd1,8'hd1,8'hd1,8'hd1,8'hd1,8'hd1,8'hd1,8'hd1,8'hd1,8'hd1,8'hd1,8'hd1,8'hd1,8'hd1,8'hd1,8'hd1,8'hd1,8'hd1,8'hd1,8'hd1,8'hd1,8'hd1,8'hd1,8'hd1,8'hd1,8'hd1,8'hd1,8'hd1,8'hd1,8'hd1,8'hd1},
	{8'hd1,8'hd1,8'hd1,8'hd1,8'hd1,8'hd1,8'hd1,8'hd1,8'hd1,8'hd1,8'hd1,8'hd1,8'hd1,8'hd1,8'hd1,8'hd1,8'hd1,8'hd1,8'hd1,8'hd1,8'hd1,8'hd1,8'hd1,8'hd1,8'hd1,8'hd1,8'hd1,8'hd1,8'hd1,8'hd1,8'hd1,8'hd1},
	{8'hd1,8'hd1,8'hd1,8'hd1,8'hd1,8'hd1,8'hd1,8'hd1,8'hd1,8'hd1,8'hd1,8'hd1,8'hd1,8'hd1,8'hd1,8'hd1,8'hd1,8'hd1,8'hd1,8'hd1,8'hd1,8'hd1,8'hd1,8'hd1,8'hd1,8'hd1,8'hd1,8'hd1,8'hd1,8'hd1,8'hd1,8'hd1},
	{8'hd1,8'hd1,8'hd1,8'hd1,8'hd1,8'hd1,8'hd1,8'hd1,8'hd1,8'hd1,8'hd1,8'hd1,8'hd1,8'hd1,8'hd1,8'hd1,8'hd1,8'hd1,8'hd1,8'hd1,8'hd1,8'hd1,8'hd1,8'hd1,8'hd1,8'hd1,8'hd1,8'hd1,8'hd1,8'hd1,8'hd1,8'hd1},
	{8'hd1,8'hd1,8'hd1,8'hd1,8'hd1,8'hd1,8'hd1,8'hd1,8'hd1,8'hd1,8'hd1,8'hd1,8'hd1,8'hd1,8'hd1,8'hd1,8'hd1,8'hd1,8'hd1,8'hd1,8'hd1,8'hd1,8'hd1,8'hd1,8'hd1,8'hd1,8'hd1,8'hd1,8'hd1,8'hd1,8'hd1,8'hd1},
	{8'hd1,8'hd1,8'hd1,8'hd1,8'hd1,8'hd1,8'hd1,8'hd1,8'hd1,8'hd1,8'hd1,8'hd1,8'hd1,8'hd1,8'hd1,8'hd1,8'hd1,8'hd1,8'hd1,8'hd1,8'hd1,8'hd1,8'hd1,8'hd1,8'hd1,8'hd1,8'hd1,8'hd1,8'hd1,8'hd1,8'hd1,8'hd1},
	{8'hd1,8'hd1,8'hd1,8'hd1,8'hd1,8'hd1,8'hd1,8'hd1,8'hd1,8'hd1,8'hd1,8'hd1,8'hd1,8'hd1,8'hd1,8'hd1,8'hd1,8'hd1,8'hd1,8'hd1,8'hd1,8'hd1,8'hd1,8'hd1,8'hd1,8'hd1,8'hd1,8'hd1,8'hd1,8'hd1,8'hd1,8'hd1},
	{8'hd1,8'hd1,8'hd1,8'hd1,8'hd1,8'hd1,8'hd1,8'hd1,8'hd1,8'hd1,8'hd1,8'hd1,8'hd1,8'hd1,8'hd1,8'hd1,8'hd1,8'hd1,8'hd1,8'hd1,8'hd1,8'hd1,8'hd1,8'hd1,8'hd1,8'hd1,8'hd1,8'hd1,8'hd1,8'hd1,8'hd1,8'hd1},
	{8'hd1,8'hd1,8'hd1,8'hd1,8'hd1,8'hd1,8'hd1,8'hd1,8'hd1,8'hd1,8'hd1,8'hd1,8'hd1,8'hd1,8'hd1,8'hd1,8'hd1,8'hd1,8'hd1,8'hd1,8'hd1,8'hd1,8'hd1,8'hd1,8'hd1,8'hd1,8'hd1,8'hd1,8'hd1,8'hd1,8'hd1,8'hd1}};
always_ff@(posedge clk or negedge resetN)
begin
	if(!resetN) begin
		RGBout <=	8'h00;
	end
	else begin
		RGBout <= TRANSPARENT_ENCODING ;  
		if ((InsideRectangle == 1'b1 )		& 	 
		   (MazeBiMapMask[level][frame][offsetY[9:5] ][offsetX[9:5]] == 1'b1 ))  
						RGBout <= object_colors[offsetY[4:0]][offsetX[4:0]] ;
		end
end
assign drawingRequest = (RGBout != TRANSPARENT_ENCODING ) ? 1'b1 : 1'b0 ;  
endmodule
==> run.sh <==
#!/bin/bash
# OpenROAD 26Q1-2900-gdf79404cd8, Yosys 0.63+post, stock flow scripts
make -C /OpenROAD-flow-scripts/flow DESIGN_CONFIG=/design/flow/config.mk WORK_HOME=/design/flow/orfs finish
==> config.mk <==
export PLATFORM = sky130hd
export DESIGN_NAME = PlatformsMatrixBitMap
export DESIGN_NICKNAME = PlatformsMatrixBitMap
export VERILOG_FILES = /design/flow/design.v
export SDC_FILE = /design/flow/constraint.sdc
export NUM_CORES = 4
export LEC_CHECK = 1
export CORE_AREA = 10 10 106 106
export DIE_AREA = 0 0 116 116
==> constraint.sdc <==
current_design PlatformsMatrixBitMap

set clk_period 1.0
set clk_io_pct 0.2

create_clock -name clk0 -period $clk_period [get_ports {clk}]

set non_clock_inputs [all_inputs -no_clocks]
set_input_delay [expr $clk_period * $clk_io_pct] -clock clk0 $non_clock_inputs
set_output_delay [expr $clk_period * $clk_io_pct] -clock clk0 [all_outputs]
==> results.cfg <==
; flow metrics
[outcome]
status = complete, but fails checks
violations = negative setup slack

[cells_and_area]
synthToLayoutAreaGrowth_pct = 70.0
largest_register_ffs = 5
top_regs = RGBout x5
fillers = 866
drive_above_1_share_pct = 41.9
top_register = RGBout
design_area_mm2 = 0.00327
stdcell_count = 459

[power]
powerDensity_mw_per_mm2 = 2290
p_leak_uw = 0.00142
p_comb_share_pct = 91.8
power.share.sequential_pct = 3.3
power.switching_uw = 3370
clockPowerShare_pct = 4.9
p_int_uw = 4120
vdd_drop_max_uv = 1070
switching_share_pct = 45.0

[critical_path]
critPathKind = input port to register
worst_setup_path_start_kind = input port
cp_slowest_cell = fa_1
max_stage_delay_ps = 530
crit_chain = buf_12 > ha_4 > nand3_4 > xnor2_2 > ha_1 > fa_2 > a21o_1 > a21oi_2 > xnor2_1 > ha_1 > fa_1 > ha_4 > buf_4 > o21ai_0 > a21o_1 > o2111ai_2 > o2111a_2 > nand4_1
arrival_ps = 3800
required_ps = 1080
endpoint_kind = register
crit_path_max_fanout = 4

[floorplanning]
die_width_um = 116
core_area_mm2 = 0.00885
die_h_um = 116
fp_util_pct = 21.7
core.rowCount = 34
chipArea_mm2 = 0.0135
ios = 36

[sta]
finalSetupViolCount = 10
period_used_pct = 372
hold_violations = 0
setup_ws_ps = -2720
whs_ps = 195
post-route-min-period_ps = 3720
fmax_mhz = 269
rsz0062_at_grt = yes
finalMaxSlewViolations = 0

[global_route]
grt_overflow = 0
grt_usage_pct = 7.72
antenna_found_initial = 0
grt_max_degree = 12
grt_pass1_vias = 2103
grt_pass1_wl_um = 8980

[synthesis]
synth_top_flop_cell = dfrtp_1
edf_count = 0
syn_inst = 247
synth_area_mm2 = 0.00192
synthTopCellsByArea = ha_1 (18%), fa_1 (11%), dfrtp_1 (6.5%), inv_1 (5.5%), xnor2_1 (4.6%)
most_common_cell = inv_1
ys_ff = 5
ys_cells = 247
yosysTopAreaCell = ha_1
synthDistinctLibCells = 57
yosysSeqAreaShare_pct = 6.51
synthDominantCellAreaShare_pct = 17.6
synthArstFlopShare_pct = 100
ys_warn_count = 1
yosys-top-cells-count = inv_1 (28), ha_1 (27), nor2_1 (17)
ys_area_mm2 = 0.00192
avgSynthCellArea_um2 = 7.79

[route]
num_antenna_cells = 0
drc = 0
drtIter0Drc = 46
finalWirelength_um = 5110
via_count = 2113
viasPerCell = 4.60
post_drt_wl_per_cell_um = 11.1
postRouteAntennaNets = 0
drt_pass1_iterations = 4

[clock_tree]
clk_pin_slew_worst_paths_ps = 40
root_buffer = clkbuf_8
clock_path_buffers = 2
cts.sinks = 5
cts_buffers = 3
cts_tree = yes
htreeDepth = 1

[worst_hold_path]
min_path_type = input port to async pin

[run]
tool_warnings = 31
maxCapViolations = 0

[place]
place_inst = 445
place.gp.congestion = 0.871
place_area_mm2 = 0.00298
port_buffers = 33
dpl.hpwl_um = 4240
[layout make-up]
cell class,count,area [um2],share of cell area [%]
multi-input combinational,202,1930,58.9
timing repair buffer,112,931,28.5
inverter,28,105,3.21
sequential,5,125,3.83
tap,108,135,4.13
clock inverter,1,5.00,0.153
clock buffer,3,41.3,1.26
[per-layer routing]
metal,routed length [um],vias up,track usage (%)
met5,0,-,0
met4,19,0,0.667
met3,183,2,0.628
met2,2420,41,13.3
met1,2490,967,10.7
li1,-,1103,-
[repair_timing]
action / in CTS / in global routing
resized: 71 / 17
hold buffers: 0 / 0
pin swaps: 20 / 17
setup endpoints to repair: 13 / 12
endpoints found under the hold margin: 0 / 0
setup buffers: 6 / 5
[metrics by stage]
step	total power [uW]	util (%)	setup slack, ps	setup TNS (ps)
floorplan	4160	-	-2710	-10820
global placement	6230	33.7	-3470	-14470
detailed placement	6230	33.7	-3510	-14630
CTS	7070	35.8	-2670	-11080
global route	8240	36.9	-2910	-12150
finish	7490	36.9	-2720	-11240
[cells in the final DEF, fill, tap and decap left out, types with 3 or more instances in the layout]
master and instances:
buf_4 76, inv_1 25, clkdlybuf4s50_1 19, ha_1 17
nor2_1 16, o21ai_0 12, a21oi_1 11, nand3_1 9
fa_1 9, ha_4 9, buf_6 9, nand2_1 8
xnor2_1 7, nand4_1 7, nor3_1 6, dfrtp_1 5
a21o_1 5, a21oi_2 4, o22ai_1 4, xnor2_2 4
o21a_1 4, nand2b_1 4, xor2_1 3, inv_2 3
nor2b_1 3, nand3_4 3, a31o_2 3, a31oi_1 3
clkbuf_8 3, clkbuf_2 3
[cells by family (layout without fill, tap and decap cells)]
logic type / after synthesis / count (layout) / share of synthesized area (%)
and+or+nand+nor: 73 / 73 / 20.0
AOI/OAI and AO/OA: 72 / 72 / 26.6
buffers and inverters: 40 / 144 / 8.59
adders and majority gates: 38 / 38 / 29.0
xor gates and xnor gates: 17 / 17 / 8.52
DFF: 5 / 5 / 6.51
other: 1 / 1 / 0.195
muxes: 1 / 1 / 0.521
[critical path: cells and delay by family]
kind,cells,cell delay (ps)
xor+xnor,2,230
buf+inv,2,230
simple gates,2,160
fa+ha+maj,6,2020
compound gates,6,950
[power by group through the flow]
stage	Combinational [uW]	Sequential (uW)	Clock [uW]
6_report	6870	248	365
5_1_grt	7600	251	392
4_1_cts	6450	246	375
[final timing paths]
kind | from | to | depth (start not counted)
max | offsetY[5] | RGBout[0]$_DFF_PN0_ | 18
min | resetN | RGBout[5]$_DFF_PN0_ | 1
max in group asynchronous | resetN | RGBout[4]$_DFF_PN0_ | 1
min in group clk0 | offsetY[4] | RGBout[6]$_DFF_PN0_ | 3
No activity file was given, so power comes from the tool's default toggle rates.
